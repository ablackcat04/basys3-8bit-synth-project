==> /design/flow/design.v <==
`timescale 1ns / 1ps
`timescale 1ns / 1ps
module pulse_wave_gen(
    input clk,
    input rst,
    input sample_tick,
    input [15:0]wave_length,  
    input [6:0]amplitude,
    input [5:0] duty,
    output [7:0]out
    );
    wire [15:0] high_length;
    wire [15:0] low_length;
    assign high_length = (wave_length * duty) >> 6;
    assign low_length = wave_length - high_length;
    wire state_transition;
    reg state;
    reg [15:0]sample_count;
    parameter up = 1'b0;
    parameter down = 1'b1;
    always @(posedge clk) begin
        if (state_transition || ~rst) begin
            sample_count <= 16'd0;
        end else begin
            if (sample_tick) 
                sample_count <= sample_count + 16'd1;
            else
                sample_count <= sample_count;
        end
        if (~rst) begin
            state <= up;
        end else begin
            if (state_transition)
                state <= ~state;
            else
                state <= state;
        end
    end
    assign state_transition = (sample_count >= high_length && state == up) || (sample_count >= low_length && state == down);
    assign out = (state == down)? (8'd127 - amplitude) : (8'd127 + amplitude);
endmodule
==> /design/flow/run.sh <==
#!/bin/bash
# OpenROAD 26Q1-2900-gdf79404cd8, Yosys 0.63+post, stock flow scripts
make -C /OpenROAD-flow-scripts/flow DESIGN_CONFIG=/design/flow/config.mk WORK_HOME=/design/flow/orfs finish
==> /design/flow/config.mk <==
export PLATFORM = sky130hd
export DESIGN_NAME = pulse_wave_gen
export DESIGN_NICKNAME = pulse_wave_gen
export VERILOG_FILES = /design/flow/design.v
export SDC_FILE = /design/flow/constraint.sdc
export NUM_CORES = 4
export LEC_CHECK = 1
export CORE_UTILIZATION = 30
==> /design/flow/constraint.sdc <==
current_design pulse_wave_gen

set clk_period 14.2
set clk_io_pct 0.2

create_clock -name clk0 -period $clk_period [get_ports {clk}]

set non_clock_inputs [all_inputs -no_clocks]
set_input_delay [expr $clk_period * $clk_io_pct] -clock clk0 $non_clock_inputs
set_output_delay [expr $clk_period * $clk_io_pct] -clock clk0 [all_outputs]
==> flow_summary_export.csv <==
group,metric,value,unit
logic_synthesis,synthTopCellsByCount,"75 x inv_1, 61 x and2_1, 45 x fa_1, 43 x ha_1, 36 x nand2_1",
global_route,grt_pass1_wl,17.61,mm
global_route,antenna_found_initial,0,
power_and_ir_drop,vdd_ir_drop_max,0.06746,mV
clock_network,htreeDepth,1,
clock_network,cts_root_buf,"clkbuf_16",
timing,hold_violations,0,
die,rows,44,
clock_network,postCtsHoldBufs,0,
die,fp.dieH,124.2,µm
die,die-area,15420,µm²
logic_synthesis,syn_inst,553,
logic_synthesis,synth-edff-count,0,
global_route,overflow,0,
place,placed_cell_area,5037,µm²
cells_and_area,area_growth,14.22,%
min_path,min_path_type,"flop to flop",
timing,relSlewSlack,53.52,%
timing,setup_viol,0,
drt,routed-wl-met2,4.560,mm
die,core,14530,µm²
drt,route.vias.total,3838,
logic_synthesis,top_cells_by_area,"fa_1 20%, ha_1 12%, and2_1 8.5%, dfxtp_1 7.6%, xnor2_1 6.5%",
place,place_congestion,0.8226,
drt,wl_per_cell,13.08,µm
logic_synthesis,synth.distinct_cells,58,
clock_network,cts_tree,"yes",
timing,worst_pin_slew,695.1,ps
worst_setup_path,path_class,"primary input to flop",
place,dp_hpwl,8.034,mm
worst_setup_path,cp_max_fo,16,
worst_setup_path,cp_slowest_cell,"clkdlybuf4s50_1",
drt,drc_errors,0,
timing,fin_setup_tns,0,ps
place,post-place-ws,3047,ps
logic_synthesis,yosys.stat.seqShare,7.598,%
drt,met3WireLength,391,µm
cells_and_area,drive_gt1_share,4.671,%
drt,highest_layer,"met4",
global_route,grt.total_usage,14.30,%
worst_setup_path,worst_setup_path_start_kind,"primary input",
timing,fin_ws,3336,ps
power_and_ir_drop,cellPowerDensity,172.6,nW/µm²
clock_network,cts_buffer_depth,2,
drt,drtIter0Drc,130,
drt,ant_nets,0,
die,fp_util,30.82,%
clock_network,cts_resized,0,
timing,clock_skew,1.375,ps
logic_synthesis,synth_area,4479,µm²
logic_synthesis,ys_warn_count,1,
timing,min_period,10860,ps
logic_synthesis,syn_avg_cell_area,8.100,µm²
timing,drv_slew,0,
drt,diodes,0,
place,port_buffers,39,
logic_synthesis,synth_top_flop_cell,"dfxtp_1",
timing,rsz0062_at_grt,"no",
worst_setup_path,cpPeakStageDelay,780,ps
drt,met1Wirelength,4.980,mm
power_and_ir_drop,leakage,2.273,nW
drt,routed_via_density,5.037,
timing,fin_hold_ws,568.1,ps
worst_setup_path,endpoint_kind,"flop",
worst_setup_path,critical_path_required,14370,ps
die,dieWidth,124.2,µm
min_path,min_path_cells,2,
timing,fmax,0.09205,GHz
logic_synthesis,ys_chip_area,4479,µm²
clock_network,cts_setup_buffers,0,
global_route,grt_max_degree,22,
die,ioPinCount,40,
timing,timing.final.crit_share,76.51,%
logic_synthesis,ys_cells,553,
logic_synthesis,largest_area_cell,"fa_1",
run,drv_cap,0,
run,warnings,25,
clock_network,clk_pin_slew,50,ps
drt,routed_wl,9.966,mm
worst_setup_path,r2r_cells,11,
run_status,run_status,"completed",
logic_synthesis,async_flop_share,0,%
logic_synthesis,top_cell_area_share,20.11,%
logic_synthesis,ys.flops,17,
clock_network,clk_latency,240,ps
cells_and_area,design_area,5116,µm²
cells_and_area,fillers,1483,
logic_synthesis,most_common_cell,"inv_1",
clock_network,cts_made_buffers,3,
global_route,grt_pass1_vias,3886,
clock_network,cts.sinks,17,
drt,drtPass1Iterations,4,
worst_setup_path,critPathArrivalTime,11030,ps
[worst max-delay path, delay by kind of cell]
kind,cells,cell delay (ps)
AND-OR/OR-AND,14,3110
AND/OR/NAND/NOR,6,1480
adder cells (fa/ha/maj),6,2440
XOR/XNOR,1,110
buffers and inverters,3,880
multiplexers,1,140
[state kept, by name (all words and copies together), names as in the netlist]
register      count
sample_count     16
state             1
[cell type report]
cell class | count | area, µm² | area share (%)
Clock buffer | 4 | 78.83 | 1.541
Inverter | 75 | 281.5 | 5.503
Multi-Input combinational cell | 441 | 3780 | 73.88
Sequential cell | 17 | 340.3 | 6.652
Tap cell | 184 | 230.2 | 4.500
Timing Repair Buffer | 41 | 405.4 | 7.924
[routing by layer]
| layer | GRT usage [%] | vias to the layer above |
|---|---|---|
| met5 | 0 | - |
| met4 | 0.6696 | 0 |
| met3 | 2.290 | 5 |
| met2 | 24.55 | 69 |
| met1 | 19.98 | 1815 |
| li1 | - | 1949 |
[per-stage QoR]
stage	total power, mW	util (%)	instances
global placement	0.8186	34.66	758
floorplan	0.6823	-	553
detailed placement	0.8296	34.66	758
CTS	0.8913	35.20	762
global route	1.001	35.20	762
finish	0.8829	35.20	762
[kinds of logic (layout without fill, tap and decap cells)]
family | count (synthesis) | after routing | share of synthesized area (%)
DFF | 17 | 17 | 7.598
adders and majority gates | 92 | 92 | 33.07
muxes | 3 | 3 | 0.6704
AOI/OAI and AO/OA | 109 | 109 | 17.93
buffers and inverters | 95 | 120 | 8.017
xor gates and xnor gates | 45 | 45 | 8.799
and+or+nand+nor | 192 | 192 | 23.91
[final timing paths]
check	slack [ps]	start	end
min	570	sample_count[15]$_SDFFE_PP0P_	sample_count[15]$_SDFFE_PP0P_
min reg2reg	570	sample_count[15]$_SDFFE_PP0P_	sample_count[15]$_SDFFE_PP0P_
max	3340	duty[3]	sample_count[1]$_SDFFE_PP0P_
max reg2reg	11170	sample_count[0]$_SDFFE_PP0P_	sample_count[1]$_SDFFE_PP0P_
[layout by cell type, fill, tap and decap left out, drive strengths merged, types with 6 or more instances in the layout]
cell,count
dfxtp,17
nand2,36
clkdlybuf4s50,39
nor2,18
xnor2,33
and2,61
fa,45
nand3,19
nand4,7
nor3,10
or2,6
a31oi,8
xor2,12
a2111oi,7
a21o,6
ha,43
o21ai,15
inv,75
a21oi,29
or3,7
and3,9
[power breakdown]
part	internal, mW	total [mW]	switching (mW)
logic	0.352	0.771	0.420
clock network	0.0381	0.0555	0.0174
registers	0.0509	0.0561	0.00516
No activity file was given, so power comes from the tool's default toggle rates.
