==> design/flow/design.v <==
`timescale 1ns / 1ps
module clock_divider(
    input clk,
    input rst_n,
    input [31:0] num,
    output reg clk_div
    );
    reg [31:0] count;
    wire enough;
    assign enough = count >= num - 32'd1;
    always @(posedge clk) begin
        if (~rst_n || !enough) begin
            clk_div <= 1'b0;
        end else begin            
            clk_div <= 1'b1;
        end
        if (~rst_n || enough) begin
            count <= 32'd0;
        end else begin            
            count <= count + 32'd1;
        end
    end
endmodule
==> design/flow/run.sh <==
#!/bin/bash
# OpenROAD 26Q1-2900-gdf79404cd8, Yosys 0.63+post, stock flow scripts
make -C /OpenROAD-flow-scripts/flow DESIGN_CONFIG=/design/flow/config.mk WORK_HOME=/design/flow/orfs finish
==> design/flow/config.mk <==
export PLATFORM = sky130hd
export DESIGN_NAME = clock_divider
export DESIGN_NICKNAME = clock_divider
export VERILOG_FILES = /design/flow/design.v
export SDC_FILE = /design/flow/constraint.sdc
export NUM_CORES = 4
export LEC_CHECK = 1
export CORE_UTILIZATION = 40
==> design/flow/constraint.sdc <==
current_design clock_divider

set clk_period 11.5
set clk_io_pct 0.2

create_clock -name clk0 -period $clk_period [get_ports {clk}]

set non_clock_inputs [all_inputs -no_clocks]
set_input_delay [expr $clk_period * $clk_io_pct] -clock clk0 $non_clock_inputs
set_output_delay [expr $clk_period * $clk_io_pct] -clock clk0 [all_outputs]
==> reports/qor.log <==
[floorplan] vertical die size 83.7 um
[final_timing] Setup violations, final 0
[critical_path] critical path fanouts, max 33
[logic_synthesis] Yosys chip area 0.00267 mm2
[routing] Initial DRT Pass Iterations 4
[finish] most frequent cells in the layout sky130_fd_sc_hd__nor3_1 (43), sky130_fd_sc_hd__xor2_1 (34), sky130_fd_sc_hd__ha_1 (34), sky130_fd_sc_hd__clkdlybuf4s50_1 (34), sky130_fd_sc_hd__dfxtp_1 (33)
[cts] Clock Tree Root sky130_fd_sc_hd__clkbuf_8
[cts] number of buffers added to fix hold violations after cts 0
[hold_path] class of the worst hold path flop to flop
[finish] share of post-route cells with drive strength above 1 5.35%
[routing] routed wirelength normalized by instance count 14.2 um
[final_timing] final worst path period share 54.0%
[logic_synthesis] Post-synth ARST share 0%
[logic_synthesis] post-synth tally of flip-flops with integrated enable 0
[final_timing] min cycle time layout 6210 ps
[global_routing] initial antenna violation count 0
[floorplan] I/O pins 35
[logic_synthesis] most frequently used flop master after synthesis sky130_fd_sc_hd__dfxtp_1
[routing] total length of routed wires 6140 um
[logic_synthesis] Seq share, synth 24.7%
[power] sequential share of power 46.7%
[logic_synthesis] count of distinct cell types in the synthesized netlist 39
[routing] number of DRC markers in iteration 0 98
[logic_synthesis] Syn Std Cell Area 0.00267 mm2
[cts] clk latency late pin 280 ps
[power] clock network fraction of total power 38.6%
[cts] CTS tree done
[floorplan] overall chip area 0.00701 mm2
[cts] number of levels the H-tree was split into 2
[power] largest vdd supply drop 0.0000761 V
[final_timing] fin. max-slew vios 0
[cts] Inserted Clock Buffers 5
[run] number of logged tool warnings 25
[logic_synthesis] syn_area_per_cell 8.40 um2
[power] power density over cell area 77.8 mW/mm2
[run] number of violations of the max-capacitance limit 0
[global_routing] vias in the first global route 2180
[cts] Longest Clk Path Bufs 2
[hold_path] hold path startpoint count[0]
[power] share of power burned in combinational logic 14.7%
[final_timing] Clock Skew 7.73 ps
[routing] Antenna diodes 0
[logic_synthesis] yosys cell count 318
[cts] post-cts resize count 0
[critical_path] critical register-to-register path endpoint clk_div
[global_routing] global-route wire length before repair 10400 um
[placed_design] number of port buffers 34
[routing] routed via count 2311
[critical_path] Crit-path slowest cell sky130_fd_sc_hd__or4_1
[power] switching share of total power 24.1%
[floorplan] core box area 0.00639 mm2
[logic_synthesis] instance count of the mapped netlist 318
[critical_path] capturing element type of the critical path flop
[power] Internal 189 uW
[hold_path] count of cells along the worst hold path 1
[critical_path] Critical Path AT 6440 ps
[floorplan] Chip Width 83.7 um
[finish] Area growth syn-to-layout 19.8%
[power] leakage dissipation 1.16 nW
[status] status complete, no violations
[final_timing] Total Neg Setup Slack 0 ps
[critical_path] Worst R2R Start count[0]
[placed_design] hpwl dp 4820 um
[routing] via-per-instance ratio 5.35
[logic_synthesis] Registers, synthesis 33
[critical_path] Cell Chain, Critical Path clkdlybuf4s50_1 > or4_1 > nand4b_1 > nor3_1 > nand3b_1 > xor2_1 > ha_1 > nand4_1 > nor4_1 > o41a_1 > buf_4 > o21a_1
[critical_path] critical path required time 11730 ps
[floorplan] floorplan utilization 41.8%
[hold_path] hold path endpoint count[0]
[final_timing] slew of the pin with the lowest slew margin 924 ps
[final_timing] setup repair after global routing missed its margin false
[final_timing] crit path setup slack, layout 5290 ps
[cts] number of post-CTS setup repair buffers 0
[global_routing] grt ovf 0
[routing] count of unresolved DRC violations after routing 0
[finish] most common logic cell in the routed design sky130_fd_sc_hd__nor3_1
[final_timing] Max-slew headroom 37.9%
[global_routing] all-layer global routing usage 18.5%
[logic_synthesis] warnings from Yosys 1
[critical_path] sort of element at the start of the critical path input pin
[cts] number of sinks handled by clock tree synthesis 33
[placed_design] post-placement setup slack 5010 ps
[global_routing] pin count of the biggest net entering global routing 34
[routing] number of antenna-violating nets in the routed design 0
[power] net load switching power 60.0 uW
[final_timing] Max Freq 161 MHz
[critical_path] depth of the worst register-to-register path 8
[floorplan] Row Count 29
[final_timing] Final Hold Fails 0
[cts] Clock transition at path regs 70 ps
[critical_path] worst stage delay on the critical path 640 ps
[critical_path] category of the most critical setup path input pin to flop
[placed_design] GPL Wtd Cong 0.914
[critical_path] Worst R2R Setup Slack 8930 ps
power groups by stage:
| stage | clock [mW] | combinational [mW] | sequential (mW) |
|---|---|---|---|
| final | 0.0959 | 0.0367 | 0.116 |
| after CTS | 0.0980 | 0.0368 | 0.116 |
| after global routing | 0.102 | 0.0408 | 0.116 |
kinds of logic after synthesis:
family	Yosys count	share of synthesized area, %
fa+ha+maj	34	15.9
simple gates	151	31.7
flops	33	24.7
buf+inv	14	2.06
compound gates	27	6.19
xor+xnor	59	19.4
synth_stat cells, drive strengths merged, types with 2 or more instances:
library cell	instances	share of area (%)
a21o	2	0.56
a21oi	12	2.2
and3	4	0.94
and4	4	1.3
buf	3	0.52
clkbuf	5	0.70
dfxtp	33	25
ha	34	16
inv	6	0.84
nand2	20	2.8
nand2b	3	0.98
nand3	16	3.0
nand3b	4	1.1
nand4	17	4.0
nor2	18	2.5
nor3	46	9.2
nor4	8	2.7
o21ai	6	1.1
or3	3	0.89
or4	4	1.1
xnor2	25	8.2
xor2	34	11
routing by layer:
metal	global-route usage [%]	part of all wire, %	up-vias
met5	0	0	-
met4	2.31	1.7	0
met3	2.81	3.7	7
met2	26.1	38	41
met1	30.9	56	1021
li1	-	-	1242
critical path: cells and delay by family:
family | cells | cell delay (ps)
buffers and inverters | 2 | 850
XOR/XNOR | 1 | 170
AND-OR/OR-AND | 2 | 430
AND/OR/NAND/NOR | 6 | 2380
adder cells (fa/ha/maj) | 1 | 290
worst max-delay path by stage:
stage      start        end  slack, ps  depth (start not counted)
4_1_cts   num[9]    clk_div       5310                         12
5_1_grt   num[9]  count[19]       4980                         12
6_report  num[9]    clk_div       5290                         12
registers in the layout (all words and copies together), names as in the netlist:
| register | flops |
|---|---|
| clk_div | 1 |
| count | 32 |
stage by stage:
| step | hold slack [ps] | util (%) | instances | cell area [um2] | power (mW) |
|---|---|---|---|---|---|
| after CTS | 510 | 50.1 | 432 | 3200 | 0.251 |
| after global routing | 532 | 50.1 | 432 | 3200 | 0.259 |
| after floorplan | 457 | - | 318 | 2670 | 0.135 |
| after detailed placement | 498 | 48.5 | 424 | 3100 | 0.155 |
| final | 508 | 50.1 | 432 | 3200 | 0.249 |
| after global placement | 502 | 48.5 | 424 | 3100 | 0.155 |
layout make-up:
cell class	count	area, um2
Clock inverter	1	5.00
Sequential cell	33	661
Inverter	6	22.5
Multi-Input combinational cell	271	1950
Fill cell	601	3190
Timing Repair Buffer	37	363
Clock buffer	7	96.3
Tap cell	77	96.3
Power and IR drop assume default switching activity.
